### design/flow/run.sh
#!/bin/bash
# OpenROAD 26Q1-2900-gdf79404cd8, Yosys 0.63+post, stock flow scripts
make -C /OpenROAD-flow-scripts/flow DESIGN_CONFIG=/design/flow/config.mk WORK_HOME=/design/flow/orfs finish
### design/flow/config.mk
export PLATFORM = sky130hd
export DESIGN_NAME = clock
export DESIGN_NICKNAME = clock
export VERILOG_FILES = /design/flow/design.v
export SDC_FILE = /design/flow/constraint.sdc
export NUM_CORES = 4
export LEC_CHECK = 1
export CORE_UTILIZATION = 40
### design/flow/constraint.sdc
current_design clock

set clk_period 3.7
set clk_io_pct 0.2

create_clock -name clk0 -period $clk_period [get_ports {clk}]

set non_clock_inputs [all_inputs -no_clocks]
set_input_delay [expr $clk_period * $clk_io_pct] -clock clk0 $non_clock_inputs
set_output_delay [expr $clk_period * $clk_io_pct] -clock clk0 [all_outputs]
### design/flow/design.v
module clkone_gen(clk, rst, clk1);
	input	clk, rst;
	output	clk1;
	reg [24:0] cnt_clk1;
	reg	clk1;
	always @ (posedge clk or negedge rst) begin
		if(!rst) begin
			cnt_clk1 <= 0;
			clk1		<= 0;
		end
		else if (cnt_clk1 == 25'd24999999)	begin
			cnt_clk1 <= 0;
			clk1		<= ~clk1;
		end
		else
			cnt_clk1 <= cnt_clk1 + 1'b1;
	end
endmodule 
module	clock ( 
					clk,
					rst,
					hour_10,
					hour1,
					min_10,
					min1,
					sec_10,
					sec1);
	input				clk, rst;
	output			[3:0] hour_10, hour1, min_10, min1, sec_10, sec1;
	wire				w_m, w_h;
	wire				clk1;
	clkone_gen		U0 ( 
							  .clk		(clk),
							  .rst		(rst),
							  .clk1		(clk1) );
	second			U1 ( 
							  .clk		(clk1),
							  .rst		(rst),
							  .w_m		(w_m),
							  .sec_10	(sec_10),
							  .sec1		(sec1) );
	minute			U2 ( 
							  .w_m		(w_m),	
							  .rst		(rst),
							  .w_h		(w_h),
							  .min_10	(min_10),
							  .min1		(min1) );
	hour				U3 ( 
							  .w_h		(w_h),	
							  .rst		(rst),
							  .hour_10	(hour_10),
							  .hour1		(hour1) );
endmodule
module	hour	(
						w_h,
						rst,
						hour_10,
						hour1 );
	input				rst;
	input				w_h;
	output			[3:0] hour_10, hour1;
	reg				[3:0] hour_10,hour1;
	always @ (posedge w_h or negedge rst) begin
		if(!rst) begin
			hour1 <= 4'd0;
			hour_10	<= 4'd0;
		end
		else if ( hour1 == 9 ) begin
			hour1 <= 4'd0;
			hour_10   <= hour_10 + 4'd1;
		end
		else if ( hour_10 == 2 && hour1 == 3 ) begin
			hour1 	<= 4'd0;
			hour_10	<= 4'd0;
		end
		else begin
			hour1 <= hour1 + 2'd1;
			hour_10 <= hour_10;
		end
	end
endmodule
module minute	(
					  w_m,
					  rst,
					  w_h,
					  min_10,
					  min1 );
	input			rst;
	input			w_m;
	output		w_h;
	output		[3:0] min_10, min1;
	reg			[3:0] min_10, min1;
	reg			w_h;
	always @ ( posedge w_m or negedge rst ) begin
		if(!rst) begin
			min1 		<= 4'd0;
			min_10	<= 4'd0;
			w_h		<= 0;
		end
		else if (min1 == 4'd9) begin
			min1 		<= 4'd0;
			min_10	<= min_10 + 4'd1;
			w_h		<= 1;
		end
		else if (min_10 == 4'd5 && min1 == 4'd9) begin
			min1		<= 4'd0;
			min_10	<= 4'd0;
			w_h		<= 0;
		end
		else begin
			min1 		<= min1 + 4'd1;
			min_10	<= min_10;
			w_h		<= 0;
		end
	end
endmodule
module second(clk, rst, w_m, sec_10, sec1);
	input 	clk, rst;
	output 	[3:0] sec_10, sec1;
	output	w_m;
	reg		[3:0] sec_10, sec1;
	reg		w_m;
	always @(posedge clk or negedge rst)
		if(!rst) begin
			sec1 		<= 4'b0;
			sec_10	<= 4'd0;
			w_m		<= 0;
		end
		else if(sec1 == 4'd9) begin 
			sec1 		<= 4'd0;
			sec_10	<= sec_10 + 4'd1;
			w_m		<= 1;
		end
		else if(sec_10 == 5 && sec1 == 9) begin
			sec1		<= 4'd0;
			sec_10	<= 4'd0;
			w_m		<= 0;
		end
		else begin
			sec1 		<= sec1 + 4'd1;
			sec_10	<= sec_10;
			w_m		<= 0;
		end
endmodule
==> summary.txt <==
Implementation numbers.

- The critical path data required time is 3.86 ns.
- Using the TritonRoute via totals, the vias-per-cell ratio works out to around 5.0.
- STA classifies the critical path endpoint as a flop.
- The post-cts resize count is 0.
- The total die area reads around 6300 µm².
- The headroom to the max-slew limit reads 60.2%.
- The period utilization is 50.4%.
- Setup repair after global routing left no endpoint under its margin.
- The maximum frequency from static timing analysis is between 0.5 and 0.6 GHz.
- The number of routed nets with antenna violations reads 0.
- Setup total negative slack on the finished layout was measured at 0 ns.
- The total number of placement rows is 27.
- dfrtp_1 takes more of the synthesized area than any other cell.
- The simple-gate share of the synthesized area reads a little over a fifth.
- The fraction of synthesized cell area taken by the top area cell type is a little over half.
- Clock tree synthesis selected as its root buffer the cell clkbuf_8.
- The count of unclocked register or latch pins reads 26.
- The total power density per cell area is between 150 and 200 nW/µm².
- The dominant synthesized flop cell is dfrtp_1.
- The sequential cell area in the final layout reads 1300 µm².
- Each instance of the synthesized netlist takes up on average 11.4 µm².
- The post-synthesis cell type with the largest instance count reads dfrtp_1.
- The I/O pin count reads 26.
- 50 endpoints have no timing constraint.
- The number of global-route vias before repair is approximately 1400.
- The endpoint arrival time on the critical path reads about 2.0 ns.
- The longest individual stage delay on the worst path reads between 0.4 and 0.5 ns.
- Among all stages on the critical path, the largest delay is contributed by dfrtp_1.
- The core utilization before placement reads between 40 and 50%.
- The worst clock skew is ~0.0035 ns.
- The number of storage elements in the synthesis netlist reads ~52.
- The overall overflow remaining after global route is 0.
- The count of input and output buffers reads 25.
- The post-CTS hold buffer count recorded in the log is 0.
- The worst-case setup margin in the final layout is around 1.8 ns.
- Looking at the post-CTS report, the setup buffer insertion count equals 0.
- Summing the sequential cell areas from Yosys gives ~54% of the chip area.
- OpenSTA, run right after detailed placement, puts the worst setup slack at about 1.9 ns.
- The total of endpoints with negative setup slack in the final report is 0.
- The number of levels the H-tree was split into reads 1.
- The area of the core reads about 5600 µm².
- In the Yosys stats the netlist draws on 37 distinct library cells.
- The total wire length after detailed routing reads ~3600 µm.
- Sorting the synthesized cells by how often they occur yields 52 x dfrtp_1, 25 x nor2_1, 20 x xnor2_1.
- Counting endpoints that fail hold in the final report gives 0.
- The multiplexer fraction of the synthesized cell area is about 1.3%.
- The share of layout cells above drive strength 1 is under 10%.
- The number of DRC violations after detailed-routing iteration 0 is 38.
- The cell-mix breakdown from Yosys lists the compound-gate area share as 2.98%.
- The post-synthesis share of cell area spent on xor and xnor gates reads roughly an eighth.
- The wire length per cell after detailed routing reads between 10 and 15 µm.
- The combinational family with the most area after synthesis reads simple AND/OR/NAND/NOR gates.
- The post-synthesis to final-layout area growth is 16.4%.
- The highest net fanout along the worst path reads 17.
- The highest ir drop seen on vdd is approximately 180 µV.
- The minimum period implied by the final worst setup slack reads about 1.9 ns.
- The area used by multi-input combinational logic reads approximately 1000 µm².
- The detailed-route DRC error count is 0.
- Per the run summary, max-cap violations total 0.
- The clock buffer count from CTS is 3.
- By area the synthesized netlist is led by dfrtp_1 54%, xnor2_1 7.3%, ha_1 6.8%.
- The antenna diode count reads 0.
- The run finished with clean final reports.
- The pin slew with the least headroom to its limit is a little under 0.6 ns.
- For this design, Yosys synthesis ends with a cell count of 210.
- The standby leakage power reads 1.28 nW.
- The half-perimeter wire length after placement is between 2000 and 3000 µm.
- Looking at the clock tree report, the maximum root-to-sink buffer count equals 2.
- The source-to-sink clock delay at the later pin of the worst-skew pair is between 0.2 and 0.3 ns.
- Summing every instance area after synthesis gives 2390 µm².
- The number of fill cells reads approximately 520.
- The worst setup path is launched from a flop.
- The total of warnings raised by yosys is 4.
- The final total power is 476 µW.
- The clock tree from TritonCTS is built.
- The synthesized netlist handed to floorplanning was reported with a cell count of ~210.
- The horizontal extent of the die is around 79 µm.
- The number of warning messages in the logs reads 33.
- The chip height reads approximately 79 µm.
- In this run the critical path is formed by ha_1 > and3_1 > nand2_1 > nor4_4 > buf_4 > nor2_1 > mux2_2.
- The final weighted congestion of routability-driven global placement is 0.803.
- The first-pass iteration count of the detailed router reads 4.
- The overall fraction of global-route tracks in use reads between 10% and 20%.
- The pin count of the biggest net entering global routing is 30.
- The fraction of the mapped netlist area in adder cells is under 10%.
- The first-pass GRT wire length reads 6400 µm.
- The timing report gives the clock slew at the launch and capture registers of the worst setup and hold paths as 0.08 ns.
- The class of the worst hold path is input port to async pin.
- For this run, asynchronously set or reset flops after synthesis account for about 100%.
- The post-synth tally of flip-flops with integrated enable is 0.
- The setup path with the least slack is of type flop to flop.
- The yosys-reported design area after synthesis is between 2000 and 2500 µm².
- The number of antenna violations at the first check in global routing is 0.
- The number of vias in the routed layout is 1541.
- The max-slew violation total from the final report reads 0.
## area by class of cell
cell class	count	area share [%]
clock buffers	4	1.98
inverters	9	1.21
repair buffers	27	9.34
multi-input cells	147	37.5
flip-flops and latches	52	46.7
well taps	72	3.23
## layout by cell type, fill, tap and decap left out, types with 2 or more instances in the layout
master	Yosys	routed
nand3_1	13	13
buf_4	1	2
clkbuf_8	0	4
o21ai_0	6	6
ha_1	13	13
nor4b_1	2	2
nand4_1	12	12
xor2_1	12	12
nand2_1	13	13
mux2i_1	2	2
and3_1	2	2
nand3b_1	3	3
and4_1	3	3
nand2b_1	2	2
dfrtp_1	52	52
xnor2_1	20	20
clkdlybuf4s50_1	0	24
nor2_1	25	25
inv_1	9	9
## power breakdown
part	switching [mW]	leakage (nW)	total (mW)	internal [mW]
combinational	0.0105	0.557	0.0116	0.00105
sequential	0	0.696	0.284	0.284
clock	0.0858	0.0288	0.181	0.0950
total	0.0963	1.28	0.476	0.380
## path summary, 6_finish.rpt
| kind | startpoint | endpoint | slack [ns] | depth (start not counted) |
|---|---|---|---|---|
| worst min-delay path | rst | U0.cnt_clk1[7]$_DFF_PN0_ | 0.44 | 1 |
| worst max register to register | U0.cnt_clk1[0]$_DFF_PN0_ | U0.cnt_clk1[6]$_DFF_PN0_ | 1.84 | 7 |
| worst max-delay path | U0.cnt_clk1[0]$_DFF_PN0_ | U0.cnt_clk1[6]$_DFF_PN0_ | 1.84 | 7 |
| max in group asynchronous | rst | U0.cnt_clk1[12]$_DFF_PN0_ | 2.51 | 2 |
| worst min register to register | U0.cnt_clk1[0]$_DFF_PN0_ | U0.cnt_clk1[0]$_DFF_PN0_ | 0.50 | 1 |
| min in group clk0 | U0.cnt_clk1[0]$_DFF_PN0_ | U0.cnt_clk1[0]$_DFF_PN0_ | 0.50 | 1 |
## sequential cells by signal, summed over array words and instances, names as in the netlist
| signal | cells |
|---|---|
| U0.cnt_clk1 | 25 |
| U1.sec1 | 4 |
| U2.min_10 | 4 |
| U1.sec_10 | 4 |
| U2.min1 | 4 |
| U3.hour1 | 4 |
| U3.hour_10 | 4 |
| U2.w_h | 1 |
| U1.w_m | 1 |
| U0.clk1 | 1 |
## kinds of logic after synthesis
group,after synthesis
XOR/XNOR,32
buffers and inverters,11
AND/OR/NAND/NOR,87
AND-OR/OR-AND,12
flip-flops,52
adder cells (fa/ha/maj),13
multiplexers,3
## metal layers
metal / global-route usage, % / vias up / routed length, µm
met5: 0 / - / 0
met4: 1.27 / 0 / 23
met3: 1.17 / 2 / 77
met2: 18.7 / 24 / 1520
met1: 23.1 / 741 / 1960
li1: - / 774 / -
## metrics by stage
stage	area [µm²]	hold WS, ns	util [%]	std cells
2_1_floorplan	2390	0.444	-	210
3_3_place_gp	2730	0.484	48.4	307
3_5_place_dp	2730	0.495	48.4	307
4_1_cts	2790	0.462	49.4	311
5_1_grt	2790	0.483	49.4	311
6_report	2790	0.441	49.4	311
## worst max-delay path: cells and delay by family, from the launching register on
family                   cells  cell delay, ns
multiplexers                 1            0.25
AND/OR/NAND/NOR              4            0.61
adder cells (fa/ha/maj)      1            0.23
flip-flops                   1            0.41
buffers and inverters        1            0.25
Power figures rest on the tool's default switching activity, not on a simulated workload.
