`flow/constraint.sdc`:
```
current_design en_clk_lcd

set clk_period 3.8
set clk_io_pct 0.2

create_clock -name clk0 -period $clk_period [get_ports {clk}]

set non_clock_inputs [all_inputs -no_clocks]
set_input_delay [expr $clk_period * $clk_io_pct] -clock clk0 $non_clock_inputs
set_output_delay [expr $clk_period * $clk_io_pct] -clock clk0 [all_outputs]
```
`flow/config.mk`:
```
export PLATFORM = sky130hd
export DESIGN_NAME = en_clk_lcd
export DESIGN_NICKNAME = en_clk_lcd
export VERILOG_FILES = /design/flow/design.v
export SDC_FILE = /design/flow/constraint.sdc
export NUM_CORES = 4
export LEC_CHECK = 1
export CORE_AREA = 10 10 96 96
export DIE_AREA = 0 0 106 106
```
`flow/design.v`:
```
module en_clk_lcd( clk, rst, en_clk );
	input	clk;
	input	rst;
	output	en_clk;
	reg	[16:0] cnt_en;
	reg		en_clk;
	always @ (posedge clk or negedge rst ) begin
		if (!rst) begin
			cnt_en	<= 0;
			en_clk	<= 0;
		end
		else begin
			if (cnt_en == 99999 ) begin
				cnt_en	<= 0;
				en_clk 	<= 1'b1;
			end
			else begin
				cnt_en	<= cnt_en + 1'b1;
				en_clk	<= 0;
			end
		end
	end
endmodule
```
`flow/run.sh`:
```
#!/bin/bash
# OpenROAD 26Q1-2900-gdf79404cd8, Yosys 0.63+post, stock flow scripts
make -C /OpenROAD-flow-scripts/flow DESIGN_CONFIG=/design/flow/config.mk WORK_HOME=/design/flow/orfs finish
```
==> impl_metrics.prom <==
# HELP chip_impl_metric Flow report values
# TYPE chip_impl_metric gauge
chip_impl_metric{name="port_buf_inserts",unit=""} 2
chip_impl_metric{name="cts.clk_slew.worst_paths",unit="ns"} 0.07
chip_impl_metric{name="path_max_fanout",unit=""} 10
chip_impl_metric{name="power_frac_comb",unit="%"} 1.3
chip_impl_metric{name="seqCellArea",unit="sq um"} 450
chip_impl_metric{name="postLayoutSetupSlackWorst",unit="ns"} 1.70
chip_impl_info{name="min_path_type",value="reg2reg"} 1
chip_impl_info{name="outcome",value="complete, no violations"} 1
chip_impl_metric{name="cellPowerDensity",unit="nW/um^2"} 346
chip_impl_metric{name="net-switching-power",unit="mW"} 0.0667
chip_impl_metric{name="hold_fix_buffers_cts",unit=""} 0
chip_impl_metric{name="dpl.hpwl",unit="um"} 893
chip_impl_metric{name="ys_types",unit=""} 20
chip_impl_metric{name="synthesis_area_per_yosys",unit="sq um"} 818
chip_impl_info{name="cp-end-kind",value="flop"} 1
chip_impl_metric{name="synthCells",unit=""} 75
chip_impl_metric{name="final_layout_size_suffix_gt1_share",unit="%"} 7.50
chip_impl_metric{name="final-max-slew-violation-count",unit=""} 0
chip_impl_metric{name="warning_count",unit=""} 25
chip_impl_info{name="ctsRootBufferMaster",value="sky130_fd_sc_hd__clkbuf_8"} 1
chip_impl_info{name="top_cells_by_area",value="sky130_fd_sc_hd__dfrtp_1 55%, sky130_fd_sc_hd__xnor2_1 9.6%, sky130_fd_sc_hd__xor2_1 5.4%"} 1
chip_impl_info{name="start_kind",value="flop"} 1
chip_impl_metric{name="drt_first_pass_iters",unit=""} 4
chip_impl_metric{name="io_pins",unit=""} 3
chip_impl_metric{name="power.internal",unit="mW"} 0.284
chip_impl_metric{name="diode_count",unit=""} 0
chip_impl_metric{name="floorplan.die.height",unit="um"} 106
chip_impl_metric{name="vdd_drop_max",unit="uV"} 142
chip_impl_metric{name="per_cell_routed_wire_length",unit="um"} 7.43
chip_impl_metric{name="gp_congestion",unit=""} 0.729
chip_impl_info{name="tritoncts",value="yes"} 1
chip_impl_metric{name="grt_pass1_wl",unit="mm"} 2.31
chip_impl_metric{name="row_count",unit=""} 31
chip_impl_metric{name="yosys-stat-cells",unit=""} 75
chip_impl_metric{name="design_area",unit="sq um"} 1010
chip_impl_metric{name="grt_max_degree",unit=""} 19
chip_impl_metric{name="antenna_violations_before_repair",unit=""} 0
chip_impl_metric{name="synth_sequential_area_ratio",unit="%"} 55.0
chip_impl_metric{name="die_outline_area",unit="sq um"} 11200
chip_impl_metric{name="static-leakage-power",unit="nW"} 0.396
chip_impl_metric{name="net_sw_share",unit="%"} 19.0
chip_impl_info{name="critPathSlowestCell",value="sky130_fd_sc_hd__or4_1"} 1
chip_impl_metric{name="count_of_clock_tree_sinks",unit=""} 18
chip_impl_metric{name="setup.reg_to_reg.worst_slack",unit="ns"} 1.70
chip_impl_metric{name="global_route.overflow_total",unit=""} 0
chip_impl_metric{name="cts_setup_buffers",unit=""} 0
chip_impl_metric{name="routed_wirelength",unit="mm"} 1.33
chip_impl_metric{name="detailedRoute.firstIterationViolations",unit=""} 19
chip_impl_metric{name="crit_required",unit="ns"} 3.92
chip_impl_metric{name="clk_pwr_share",unit="%"} 44.2
chip_impl_metric{name="detailed_place.area",unit="sq um"} 958
chip_impl_metric{name="fin_skew",unit="ns"} 0.00141
chip_impl_metric{name="route.vias.total",unit=""} 550
chip_impl_metric{name="vias_per_cell",unit=""} 3.07
chip_impl_metric{name="drtAntennaViolNets",unit=""} 0
chip_impl_metric{name="finalSetupViolations",unit=""} 0
chip_impl_info{name="largest_area_cell",value="sky130_fd_sc_hd__dfrtp_1"} 1
chip_impl_metric{name="final_count_of_hold_timing_violations",unit=""} 0
chip_impl_metric{name="cts_max_level",unit=""} 1
chip_impl_metric{name="area_delta_synth_final",unit="%"} 23.9
chip_impl_metric{name="number_of_maximum_capacitance_violations",unit=""} 0
chip_impl_metric{name="minimum_setup_slack_after_placement",unit="ns"} 1.73
chip_impl_info{name="critical_path.cell_chain",value="or4_1 > or4_4 > nor4_4 > nor2_1"} 1
chip_impl_metric{name="global_route.usage.total",unit="%"} 2.39
chip_impl_metric{name="ys.flops",unit=""} 18
chip_impl_metric{name="max_slew.worst_pin.slew",unit="ns"} 0.797
chip_impl_metric{name="finalCriticalPeriod",unit="ns"} 2.10
chip_impl_metric{name="ctsResizeCount",unit=""} 0
chip_impl_metric{name="fmax",unit="GHz"} 0.476
chip_impl_metric{name="combGateArea",unit="sq um"} 360
chip_impl_metric{name="first_global_vias",unit=""} 492
chip_impl_metric{name="num-fill-cells",unit=""} 827
chip_impl_metric{name="dieWidth",unit="um"} 106
chip_impl_metric{name="fp-utilization",unit="%"} 11.3
chip_impl_info{name="critical_setup_path_kind",value="reg2reg"} 1
chip_impl_metric{name="core",unit="sq um"} 7210
chip_impl_metric{name="drc",unit=""} 0
chip_impl_metric{name="setup-tns-final",unit="ns"} 0
chip_impl_metric{name="postSynthAreaPerCell",unit="sq um"} 10.9
chip_impl_metric{name="clk-insertion-delay-late",unit="ns"} 0.25
chip_impl_metric{name="synth.cell_area",unit="sq um"} 818
chip_impl_info{name="worst_path_dominant_cell_family",value="simple AND/OR/NAND/NOR gates"} 1
chip_impl_metric{name="period_used_share",unit="%"} 55.3
chip_impl_metric{name="cts_buffers",unit=""} 3
chip_impl_info{name="rsz_0062_raised_after_global_routing",value="no"} 1
chip_impl_metric{name="worstPathBufferInverterCount",unit=""} 0
chip_impl_metric{name="netlist.area_leader.share",unit="%"} 55.0
chip_impl_metric{name="seq_power_share",unit="%"} 54.6
chip_impl_metric{name="critPathArrivalTime",unit="ns"} 2.22
chip_impl_metric{name="max_buffers_root_to_sink",unit=""} 2
chip_impl_metric{name="slew_headroom",unit="%"} 46.7
chip_impl_metric{name="cpPeakStageDelay",unit="ns"} 0.55
chip_impl_metric{name="synth.yosys.warnings",unit=""} 1
sequential cells by signal, summed over array words and instances (netlist names):
| name | count |
|---|---|
| cnt_en | 17 |
| en_clk | 1 |
synthesized netlist by cell type:
cell / n
sky130_fd_sc_hd__a21oi_1: 1
sky130_fd_sc_hd__o31ai_1: 1
sky130_fd_sc_hd__dfrtp_1: 18
sky130_fd_sc_hd__or4_1: 2
sky130_fd_sc_hd__nand2_1: 8
sky130_fd_sc_hd__or3_1: 1
sky130_fd_sc_hd__nor2_1: 9
sky130_fd_sc_hd__clkbuf_1: 1
sky130_fd_sc_hd__nand3_1: 4
sky130_fd_sc_hd__nor4_4: 1
sky130_fd_sc_hd__inv_1: 1
sky130_fd_sc_hd__and4_1: 2
sky130_fd_sc_hd__ha_1: 1
sky130_fd_sc_hd__nor4_1: 1
sky130_fd_sc_hd__or4_4: 1
sky130_fd_sc_hd__nand4_1: 4
sky130_fd_sc_hd__xor2_1: 5
sky130_fd_sc_hd__nor2b_1: 1
sky130_fd_sc_hd__xnor2_1: 9
sky130_fd_sc_hd__nor3_1: 4
power by group through the flow:
stage	logic, mW	registers (mW)	clock network [mW]
4_1_cts	0.00492	0.191	0.160
5_1_grt	0.00550	0.191	0.166
6_report	0.00445	0.192	0.155
routing by layer:
| layer | global-route usage [%] | up-vias | share of wire [%] |
|---|---|---|---|
| met5 | 0 | - | 0 |
| met3 | 0.856 | 2 | 3.9 |
| li1 | - | 268 | - |
| met2 | 3.49 | 4 | 43 |
| met1 | 3.49 | 276 | 52 |
| met4 | 0.0967 | 0 | 0.45 |
stage by stage:
step	hold WS, ns	util [%]	power (mW)	cells
after floorplan	0.455	-	0.195	75
after global placement	0.481	13.3	0.200	175
after detailed placement	0.471	13.3	0.200	175
after CTS	0.495	14.0	0.357	179
after global routing	0.529	14.0	0.362	179
final	0.488	14.0	0.351	179
worst paths after layout:
path,from,to,cells past startpoint
max,cnt_en[11]$_DFF_PN0_,cnt_en[7]$_DFF_PN0_,4
min,cnt_en[14]$_DFF_PN0_,cnt_en[14]$_DFF_PN0_,1
max reg2reg,cnt_en[11]$_DFF_PN0_,cnt_en[7]$_DFF_PN0_,4
min reg2reg,cnt_en[14]$_DFF_PN0_,cnt_en[14]$_DFF_PN0_,1
max in group asynchronous,rst,cnt_en[9]$_DFF_PN0_,1
min in group asynchronous,rst,cnt_en[12]$_DFF_PN0_,1
cell families after synthesis:
group | count (synthesis) | synth area share [%]
and+or+nand+nor | 38 | 26.0
DFF | 18 | 55.0
xor gates and xnor gates | 14 | 15.0
AOI/OAI and AO/OA | 2 | 1.53
buffers and inverters | 2 | 0.917
adders and majority gates | 1 | 1.53
final cells by class:
type	count	share of cell area, %
inverter	1	0.370
timing repair buffer	2	1.98
sequential	18	44.4
multi-input combinational	55	35.6
tap	99	12.2
clock buffer	4	5.43
cell usage in the layout (no fill, tap or decap):
| cell type | count |
|---|---|
| sky130_fd_sc_hd__dfrtp_1 | 18 |
| sky130_fd_sc_hd__xnor2_1 | 9 |
| sky130_fd_sc_hd__nor2_1 | 9 |
| sky130_fd_sc_hd__nand2_1 | 8 |
| sky130_fd_sc_hd__xor2_1 | 5 |
| sky130_fd_sc_hd__nand4_1 | 4 |
| sky130_fd_sc_hd__nand3_1 | 4 |
| sky130_fd_sc_hd__nor3_1 | 4 |
| sky130_fd_sc_hd__clkbuf_8 | 4 |
| sky130_fd_sc_hd__or4_1 | 2 |
| sky130_fd_sc_hd__and4_1 | 2 |
| sky130_fd_sc_hd__clkdlybuf4s50_1 | 2 |
| sky130_fd_sc_hd__or3_1 | 1 |
| sky130_fd_sc_hd__o31ai_1 | 1 |
| sky130_fd_sc_hd__or4_4 | 1 |
| sky130_fd_sc_hd__nor4_4 | 1 |
| sky130_fd_sc_hd__a21oi_1 | 1 |
| sky130_fd_sc_hd__inv_1 | 1 |
| sky130_fd_sc_hd__nor2b_1 | 1 |
| sky130_fd_sc_hd__nor4_1 | 1 |
| sky130_fd_sc_hd__ha_1 | 1 |
No activity file was given, so power comes from the tool's default toggle rates.
