==> flow/design.v <==
module lcd_driver( clk, rst, en_clk, data_char, index_char, lcd_rs, lcd_rw, lcd_e, lcd_data );
	input	clk;
	input	rst;
	input	en_clk;
	input	[7:0]	data_char;
	output	[4:0]	index_char;
	output	lcd_rs;
	output	lcd_rw;
	output	lcd_e;
	output	[7:0]	lcd_data;
	parameter	IDLE	=	4'h0;
	parameter	FUNC_SET	= 4'h1;
	parameter	DISP_OFF	= 4'h2;
	parameter	DISP_CLEAR	= 4'h3;
	parameter	DISP_ON	= 4'h4;
	parameter 	MODE_SET	= 4'h5;
	parameter	PRINT_STRING	= 4'h6;
	parameter	LINE2	= 4'h7;
	parameter	RETURN_HOME	= 4'h8;
	parameter	T_PW	= 2499999;
	wire	[7:0] data_char;
	reg	[4:0] index_char;
	reg	lcd_rs;
	reg	lcd_rw;
	reg	lcd_e;
	wire	[7:0] lcd_data;
	reg	[3:0] state;
	reg	[3:0] next_state;
	reg	[7:0]	data_bus;
	reg 	[21:0] cnt_init;
	reg	dly_en_clk;
	reg	[9:0] cnt_en_clk;
	assign	lcd_data	= (lcd_rw ? 8'b0000_0000 : data_bus);
	always @ ( posedge clk or negedge rst ) begin
		if (!rst)
			cnt_init	<= 0;
		else begin
			if (cnt_init >= T_PW)
				cnt_init	<= T_PW;
			else
				cnt_init	<= cnt_init + 1'b1;
		end
	end
	always @ ( posedge clk or negedge rst ) begin
		if (!rst)
			state	<= IDLE;
		else if(en_clk)
			state	<=	next_state;
		else
			state	<=	state;
	end
	always @(*) begin
		case (state)
			IDLE	:	if ( cnt_init >= T_PW )
							next_state	<= FUNC_SET;
						else
							next_state	<= IDLE;
			FUNC_SET	:	next_state	<= DISP_OFF;
			DISP_OFF	:	next_state	<= DISP_CLEAR;
			DISP_CLEAR	:	next_state <= DISP_ON;
			DISP_ON	:	next_state	<=	MODE_SET;
			MODE_SET	:	next_state	<=	PRINT_STRING;
			PRINT_STRING	:	if ( index_char == 15 )
										next_state	<=	LINE2;
									else if ( index_char == 31 )
										next_state	<= RETURN_HOME;
									else
										next_state	<= PRINT_STRING;
			LINE2		:	next_state	<=	PRINT_STRING;
			RETURN_HOME	:	next_state	<= PRINT_STRING;
			default	:	next_state	<=	IDLE;
		endcase
	end
	always @ ( posedge clk or negedge rst ) begin
		if (!rst)
			cnt_en_clk	<=	0;
		else if	(en_clk)
			cnt_en_clk	<=	0;
		else if	(&cnt_en_clk)
			cnt_en_clk	<=	cnt_en_clk;
		else
			cnt_en_clk	<=	cnt_en_clk + 1'b1;
	end
	always @ ( posedge clk or negedge rst ) begin
		if (!rst)
			index_char	<=	1'b0;
		else begin
			if (state == PRINT_STRING && en_clk == 1) begin
				if (index_char < 31)
					index_char <= index_char +1'b1;
				else
					index_char <= 0;
			end
			else
				index_char	<= index_char;
		end
	end
	always @ ( posedge clk or negedge rst ) begin
		if(!rst)
			dly_en_clk	<= 0;
		else
			dly_en_clk	<= en_clk;
	end
	always @ (posedge clk or negedge rst ) begin
		if(!rst)
			lcd_e	<= 0;
		else if(state == IDLE )
			lcd_e	<= 0;
		else
			if(dly_en_clk)
				lcd_e	<= 1;
			else if(&cnt_en_clk)
				lcd_e	<= 0;
			else
				lcd_e	<= lcd_e;
	end
	always @ ( posedge clk or negedge rst ) begin	
		if (!rst) begin
			lcd_rs	<=	1'b0;
			lcd_rw	<=	1'b0;
			data_bus	<=	8'h00;
		end
		else	begin
			case(state)
				IDLE	:	begin
					lcd_rs	<=	1'b0;
					lcd_rw	<=	1'b0;
					data_bus	<=	8'h01;
				end
				FUNC_SET	:	begin
					lcd_rs	<=	1'b0;
					lcd_rw	<=	1'b0;
					data_bus	<=	8'h38;
				end
				DISP_OFF	:	begin
					lcd_rs	<=	1'b0;
					lcd_rw	<=	1'b0;
					data_bus	<=	8'h08;
				end
				DISP_CLEAR	:	begin
					lcd_rs	<=	1'b0;
					lcd_rw	<=	1'b0;
					data_bus	<=	8'h01;
				end
				DISP_ON	:	begin
					lcd_rs	<=	1'b0;
					lcd_rw	<=	1'b0;
					data_bus	<=	8'h0C;
				end
				MODE_SET	:	begin
					lcd_rs	<=	1'b0;
					lcd_rw	<=	1'b0;
					data_bus	<=	8'h06;
				end
				PRINT_STRING	:	begin
					lcd_rs	<=	1'b1;
					lcd_rw	<=	1'b0;
					data_bus	<=	data_char;
				end
				LINE2	:	begin
					lcd_rs	<=	1'b0;
					lcd_rw	<=	1'b0;
					data_bus	<=	8'hC0;
				end
				RETURN_HOME	:	begin
					lcd_rs	<=	1'b0;
					lcd_rw	<=	1'b0;
					data_bus	<=	8'h80;
				end
				default	:	begin
					lcd_rs	<=	1'b0;
					lcd_rw	<=	1'b0;
					data_bus	<=	8'h00;
				end
			endcase
		end
	end
	reg	[18*8-1:0]	STATE;
	always @(*)	begin
		case(state)
			IDLE			:	STATE	<= "IDLE";
			FUNC_SET		:	STATE	<= "FUNC_SET";
			DISP_OFF		:	STATE	<= "DISP_OFF";
			DISP_CLEAR	:	STATE	<= "DISP_CLEAR";
			DISP_ON		:	STATE	<= "DISP_ON";
			MODE_SET		:	STATE	<= "MODE_SET";
			PRINT_STRING:	STATE	<= "PRINT_STRING";
			LINE2 		:	STATE	<= "LINE2";
			RETURN_HOME	:	STATE	<= "RETURN_HOME";
			default		:	STATE	<= "ERROR";
		endcase
	end
endmodule
==> flow/run.sh <==
#!/bin/bash
# OpenROAD 26Q1-2900-gdf79404cd8, Yosys 0.63+post, stock flow scripts
make -C /OpenROAD-flow-scripts/flow DESIGN_CONFIG=/design/flow/config.mk WORK_HOME=/design/flow/orfs finish
==> flow/config.mk <==
export PLATFORM = sky130hd
export DESIGN_NAME = lcd_driver
export DESIGN_NICKNAME = lcd_driver
export VERILOG_FILES = /design/flow/design.v
export SDC_FILE = /design/flow/constraint.sdc
export NUM_CORES = 4
export LEC_CHECK = 1
export CORE_UTILIZATION = 30
==> flow/constraint.sdc <==
current_design lcd_driver

set clk_period 2.8
set clk_io_pct 0.2

create_clock -name clk0 -period $clk_period [get_ports {clk}]

set non_clock_inputs [all_inputs -no_clocks]
set_input_delay [expr $clk_period * $clk_io_pct] -clock clk0 $non_clock_inputs
set_output_delay [expr $clk_period * $clk_io_pct] -clock clk0 [all_outputs]
==> run summary <==
drc violations - 0
Synth Cell Area - 2700 sq um
die area - 9380 sq um
final-report setup violation count - 0
Clock Tree Root - clkbuf_8
Core Area - 8720 sq um
Detailed Routing Iterations Pass 1 - 4
total gr overflow - 0
Buffers on Ports - 25
Synth Area in Adders - 2.32%
Distinct cells, synth - 48
cells after synthesis - 254
ys async rst share - 100%
top cells, area - dfrtp_1 52%, xnor2_1 3.2%, nand2_1 3.1%, nand3_1 2.8%, nor3_1 2.4%
hold_buf cts - 0
routed len/inst - 12.7 microns
Pwr Density - 628 nW/um^2
share of layout cells above drive strength 1 - 11.5%
Basic Gates by Area - 20.5%
Layout area overhead - 20.4%
max-slew violation count - 0
Antenna Nets Post-Route - 0
Top logic family - simple AND/OR/NAND/NOR gates
Max Cap Violations - 0
Yosys top cell by area - dfrtp_1
initial antenna violation count - 0
Clock Path Buffers - 2
highest clock rate - 471 MHz
Diodes inserted - 0
Hold Vio Cnt, Final - 0
initial DRC count - 55
worst-path maximum fanout - 9
area post-placement - 3050 sq um
WL final - 5.01 mm
Post-Route Skew - 5.11 ps
most frequent cells in the layout - 56 x dfrtp_1, 24 x clkdlybuf4s50_1, 22 x nand2_1
MUX share of area - 3.20%
htree depth - 3
Power Total - 0.00204 W
die width - 96.8 microns
GPL Wtd Cong - 0.849
actual slew at the worst max-slew pin - 732 ps
Dominant Register Cell - dfrtp_1
Startpoint Class - flop
Vias/cell - 4.99
syn avg cell area - 10.6 sq um
Tmin final - 2120 ps
yosys aoi share - 11.7%
later-pin clock latency in the skew report - 330 ps
die height - 96.8 microns
count of library flops with an enable pin - 0
Yosys Chip Area - 2700 sq um
VDD IR max - 0.213 mV
Yosys reg bits - 57
Top cell area share - 51.9%
CTS tree - yes
Worst EP required - 3040 ps
largest net degree at the start of global routing - 35
HPWL after DPL - 3.48 mm
TritonCTS buffer count - 9
CTS clk-pin slew, worst paths - 70 ps
WP data arrival - 2360 ps
Ys Warns - 1
period utilisation layout - 75.8%
WS Path Type - reg2reg
most instantiated logic cell after routing - dfrtp_1
RSZ-0062 raised after global routing - false
Total Neg Setup Slack - 0 ps
first-pass GRT wire length - 9.39 mm
row cnt - 34
cell total in the yosys stat output - 254
vias in the first global route - 1966
Total GRT Usage - 12.2%
Critical Path Sink Type - flop
XOR Share, Synth - 5.52%
status - completed
Design Area, Final - 3250 sq um
Leak Pwr - 1.49 nW
Via Count - 1978
Synth Seq Share - 52.9%
CTS Sinks - 57
post-CTS setup buffer count - 0
tool warnings - 26
PostCTS Resize Cnt - 0
fp_density - 30.9%
worst slew margin relative to its limit - 51.2%
WHS - 285 ps
I/O pins - 27
HP Class - in2async
-- path summary, 6_finish.rpt --
check                           slack, ps         from  cells after the start            end
worst max register to register        680  cnt_init[5]                      4   cnt_init[19]
worst min-delay path                  290          rst                      1  cnt_en_clk[7]
worst max-delay path                  680  cnt_init[5]                      4   cnt_init[19]
worst min register to register        470   dly_en_clk                      2          lcd_e
max in group asynchronous            1850          rst                      2    cnt_init[4]
min in group clk0                     470   dly_en_clk                      2          lcd_e
-- sequential cells by signal, indices dropped and copies added (netlist names), named ones only --
signal / cells
state: 5
cnt_en_clk: 10
dly_en_clk: 1
index_char: 5
cnt_init: 22
data_bus: 8
lcd_e: 1
lcd_rs: 1
-- worst max-delay path, cell delays in order (launching register included) --
cell	delay, ps
dfrtp_1	500
nand4_2	190
or4_1	680
or4_1	440
a211oi_1	230
-- cells by family (layout without fill, tap and decap cells) --
group | Yosys count | count (layout)
buffers and inverters | 20 | 54
muxes | 8 | 8
xor gates and xnor gates | 17 | 17
other | 1 | 1
DFF | 57 | 57
and+or+nand+nor | 102 | 102
adders and majority gates | 5 | 5
AOI/OAI and AO/OA | 44 | 44
-- stage by stage --
stage / worst slack (ps) / utilization, % / std cells
floorplan: 875 / - / 254
finish: 678 / 37.2 / 396
detailed placement: 657 / 35.0 / 380
global route: 501 / 37.2 / 396
global placement: 700 / 35.0 / 380
CTS: 691 / 37.2 / 396
-- metal layers --
layer / wire [microns] / track usage (%) / vias to the layer above
li1: - / - / 984
met1: 2540 / 18.7 / 947
met2: 2180 / 18.1 / 39
met3: 233 / 3.53 / 8
met4: 58 / 1.49 / 0
met5: 0 / 0 / -
-- cell usage after synthesis, drive strengths merged, types with 2 or more instances --
| master | instances |
|---|---|
| nor2b | 2 |
| ha | 5 |
| nand2 | 22 |
| o211ai | 2 |
| a211o | 2 |
| buf | 7 |
| o2111ai | 2 |
| nand3 | 16 |
| xor2 | 7 |
| mux2 | 5 |
| clkbuf | 6 |
| nor2 | 14 |
| nand4 | 9 |
| or4 | 5 |
| o21ai | 8 |
| a31oi | 5 |
| or3 | 6 |
| nor3 | 13 |
| nor3b | 2 |
| o21bai | 2 |
| dfrtp | 56 |
| and3 | 7 |
| a211oi | 7 |
| o31ai | 5 |
| a21o | 4 |
| inv | 7 |
| xnor2 | 10 |
| mux2i | 3 |
-- power by group --
part	switching (W)	internal [W]	leakage, nW
Clock	0.000326	0.000432	0.0953
Sequential	0.0000792	0.000911	0.745
Combinational	0.0000887	0.000202	0.653
Total	0.000494	0.00154	1.49
-- final cells by class --
type                            instances  area, sq um
Clock buffer                           11          141
Inverter                                7         26.3
Clock inverter                          5         55.1
Tap cell                              108          135
Multi-Input combinational cell        177         1170
Sequential cell                        57         1430
Fill cell                             846         5470
Timing Repair Buffer                   31          290
Power figures rest on the tool's default switching activity, not on a simulated workload.
